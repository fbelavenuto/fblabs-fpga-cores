### flow/config.mk
export PLATFORM = sky130hd
export DESIGN_NAME = pfcache
export DESIGN_NICKNAME = pfcache
export VERILOG_FILES = /design/flow/design.v
export SDC_FILE = /design/flow/constraint.sdc
export NUM_CORES = 4
export LEC_CHECK = 1
export CORE_UTILIZATION = 40
export SYNTH_MEMORY_MAX_BITS = 65536
### flow/constraint.sdc
current_design pfcache

set clk_period 1026.6
set clk_io_pct 0.2

create_clock -name clk0 -period $clk_period [get_ports {i_clk}]

set non_clock_inputs [all_inputs -no_clocks]
set_input_delay [expr $clk_period * $clk_io_pct] -clock clk0 $non_clock_inputs
set_output_delay [expr $clk_period * $clk_io_pct] -clock clk0 [all_outputs]
### flow/design.v
module	pfcache(i_clk, i_rst, i_new_pc, i_clear_cache,
			i_stall_n, i_pc, o_i, o_pc, o_v,
		o_wb_cyc, o_wb_stb, o_wb_we, o_wb_addr, o_wb_data,
			i_wb_ack, i_wb_stall, i_wb_err, i_wb_data,
			o_illegal);
	parameter	LGCACHELEN = 8, ADDRESS_WIDTH=24,
			CACHELEN=(1<<LGCACHELEN), BUSW=32, AW=ADDRESS_WIDTH,
			CW=LGCACHELEN, PW=LGCACHELEN-5;
	input				i_clk, i_rst, i_new_pc;
	input				i_clear_cache;
	input				i_stall_n;
	input		[(AW-1):0]	i_pc;
	output	reg	[(BUSW-1):0]	o_i;
	output	reg	[(AW-1):0]	o_pc;
	output	wire			o_v;
	output	reg		o_wb_cyc, o_wb_stb;
	output	wire		o_wb_we;
	output	reg	[(AW-1):0]	o_wb_addr;
	output	wire	[(BUSW-1):0]	o_wb_data;
	input				i_wb_ack, i_wb_stall, i_wb_err;
	input		[(BUSW-1):0]	i_wb_data;
	output	reg			o_illegal;
	assign	o_wb_we = 1'b0;
	assign	o_wb_data = 0;
	reg			r_v;
	(* ram_style = "distributed" *)
	reg	[(BUSW-1):0]	cache	[0:((1<<CW)-1)];
	reg	[(AW-CW-1):0]	tags	[0:((1<<(CW-PW))-1)];
	reg	[((1<<(CW-PW))-1):0]	vmask;
	reg	[(AW-1):0]	lastpc;
	reg	[(CW-1):0]	rdaddr;
	reg	[(AW-1):CW]	tagval;
	wire	[(AW-1):PW]	lasttag;
	reg			illegal_valid;
	reg	[(AW-1):PW]	illegal_cache;
	initial	o_i = 32'h76_00_00_00;	 
	initial	o_pc = 0;
	always @(posedge i_clk)
		if (~r_v)
		begin
			o_i <= cache[lastpc[(CW-1):0]];
			o_pc <= lastpc;
		end else if ((i_stall_n)||(i_new_pc))
		begin
			o_i <= cache[i_pc[(CW-1):0]];
			o_pc <= i_pc;
		end
	initial	tagval = 0;
	always @(posedge i_clk)
		if (((r_v)&&(i_stall_n))||(i_clear_cache)||(i_new_pc))
			tagval <= tags[i_pc[(CW-1):PW]];
		else
			tagval <= tags[lastpc[(CW-1):PW]];
	initial	lastpc = 0;
	always @(posedge i_clk)
		if (((r_v)&&(i_stall_n))||(i_clear_cache)||(i_new_pc))
			lastpc <= i_pc;
	assign	lasttag = lastpc[(AW-1):PW];
	wire	r_v_from_pc, r_v_from_last;
	assign	r_v_from_pc = ((i_pc[(AW-1):PW] == lasttag)
				&&(tagval == i_pc[(AW-1):CW])
				&&(vmask[i_pc[(CW-1):PW]]));
	assign	r_v_from_last = (
				(tagval == lastpc[(AW-1):CW])
				&&(vmask[lastpc[(CW-1):PW]]));
	reg	[1:0]	delay;
	initial	delay = 2'h3;
	initial	r_v = 1'b0;
	always @(posedge i_clk)
		if ((i_rst)||(i_clear_cache)||(i_new_pc)||((r_v)&&(i_stall_n)))
		begin
			r_v <= r_v_from_pc;
			delay <= 2'h2;
		end else if (~r_v) begin  
			r_v <= r_v_from_last;	 
			if (o_wb_cyc)
				delay <= 2'h2;
			else if (delay != 0)
				delay <= delay + 2'b11;  
		end
	assign	o_v = (r_v)&&(~i_new_pc);
	initial	o_wb_cyc  = 1'b0;
	initial	o_wb_stb  = 1'b0;
	initial	o_wb_addr = {(AW){1'b0}};
	initial	rdaddr    = 0;
	always @(posedge i_clk)
		if ((i_rst)||(i_clear_cache))
		begin
			o_wb_cyc <= 1'b0;
			o_wb_stb <= 1'b0;
		end else if (o_wb_cyc)
		begin
			if (i_wb_err)
				o_wb_stb <= 1'b0;
			else if ((o_wb_stb)&&(~i_wb_stall))
			begin
				if (o_wb_addr[(PW-1):0] == {(PW){1'b1}})
					o_wb_stb <= 1'b0;
				else
					o_wb_addr[(PW-1):0] <= o_wb_addr[(PW-1):0]+1;
			end
			if (i_wb_ack)
			begin
				rdaddr <= rdaddr + 1;
				tags[o_wb_addr[(CW-1):PW]] <= o_wb_addr[(AW-1):CW];
			end
			if (((i_wb_ack)&&(rdaddr[(PW-1):0]=={(PW){1'b1}}))||(i_wb_err))
				o_wb_cyc <= 1'b0;
		end else if ((~r_v)&&(delay==0)
			&&((tagval != lastpc[(AW-1):CW])
				||(~vmask[lastpc[(CW-1):PW]]))
			&&((~illegal_valid)||(lastpc[(AW-1):PW] != illegal_cache)))
		begin
			o_wb_cyc  <= 1'b1;
			o_wb_stb  <= 1'b1;
			o_wb_addr <= { lastpc[(AW-1):PW], {(PW){1'b0}} };
			rdaddr <= { lastpc[(CW-1):PW], {(PW){1'b0}} };
		end
	always @(posedge i_clk)
		if ((o_wb_cyc)&&(i_wb_ack))
			cache[rdaddr] <= i_wb_data;
	initial	vmask = 0;
	always @(posedge i_clk)
		if ((i_rst)||(i_clear_cache))
			vmask <= 0;
		else begin
			if ((o_wb_cyc)&&(i_wb_ack)&&(rdaddr[(PW-1):0] == {(PW){1'b1}}))
				vmask[rdaddr[(CW-1):PW]] <= 1'b1;
			if ((~r_v)&&(tagval != lastpc[(AW-1):CW])&&(delay == 0))
				vmask[lastpc[(CW-1):PW]] <= 1'b0;
		end
	initial	illegal_cache = 0;
	initial	illegal_valid = 0;
	always @(posedge i_clk)
		if ((i_rst)||(i_clear_cache))
		begin
			illegal_cache <= 0;
			illegal_valid <= 0;
		end else if ((o_wb_cyc)&&(i_wb_err))
		begin
			illegal_cache <= o_wb_addr[(AW-1):PW];
			illegal_valid <= 1'b1;
		end
	initial o_illegal = 1'b0;
	always @(posedge i_clk)
		if ((i_rst)||(i_clear_cache))
			o_illegal <= 1'b0;
		else
			o_illegal <= (illegal_valid)
				&&(illegal_cache == i_pc[(AW-1):PW]);
endmodule
### flow/run.sh
#!/bin/bash
# OpenROAD 26Q1-2900-gdf79404cd8, Yosys 0.63+post, stock flow scripts
make -C /OpenROAD-flow-scripts/flow DESIGN_CONFIG=/design/flow/config.mk WORK_HOME=/design/flow/orfs finish
==> impl_metrics.env <==
# flow metrics
export IMPL_status="completed"
export IMPL_path_cells="clkdlybuf4s50_1 > nor2b_1 > clkdlybuf4s50_1"
export IMPL_critPathKind="in2out"
export IMPL_clkTransAtPathRegs_ns=0.06
export IMPL_placed_area_sq_um=368000
export IMPL_fin_worst_skew_ns=0.143
export IMPL_hold_path_end="o_illegal"
export IMPL_yosysUniqueCellTypes=73
export IMPL_cts_root_buffer="clkbuf_16"
export IMPL_synth_edff_count=8816
export IMPL_finalPower_w=0.000773
export IMPL_cts_buffers=859
export IMPL_synth_area_per_cell_sq_um=16.3
export IMPL_cts_tree="done"
export IMPL_grt_first_pass_wirelength_um=1500000
export IMPL_cts_max_level=6
export IMPL_cap_violations=0
export IMPL_syn_area_sq_um=347000
export IMPL_drive_gt1_frac=0.140
export IMPL_ios=181
export IMPL_drt_wl_total_um=1070000
export IMPL_synth_area_top_cells="edfxtp_1 76%, mux2i_1 5.7%, nand2_1 3.5%"
export IMPL_warnings=38
export IMPL_top_area_frac=0.763
export IMPL_cp_arrival_ns=206.57
export IMPL_drt_initial_drc_count=13700
export IMPL_netlist_instances=21300
export IMPL_r2r_end="o_i[16]"
export IMPL_r2r_start="r_v"
export IMPL_r2r_slack_ns=1018.42
export IMPL_ys_cells=21300
export IMPL_post_cts_buffers=0
export IMPL_cpMostUsedCell="clkdlybuf4s50_1"
export IMPL_synth_area_yosys_sq_um=347000
export IMPL_place_gp_congestion=0.895
export IMPL_cp_depth=3
export IMPL_hold_depth=2
export IMPL_dp_hpwl_um=614000
export IMPL_initial_utilization=0.402
export IMPL_setup_viol=0
export IMPL_ys_warn_count=1
export IMPL_die_y_um=933
export IMPL_synthToLayoutAreaGrowth_pct=13.9
export IMPL_rsz0062_at_grt="no"
export IMPL_drt_wirelength_per_cell_um=31.1
export IMPL_grt_usage=0.265
export IMPL_yosys_stat_seqShare=0.768
export IMPL_p_leak_nw=130
export IMPL_ant_nets=0
export IMPL_slowest_stage="clkdlybuf4s50_1"
export IMPL_grt_remaining_overflow=0
export IMPL_vias_per_cell=5.77
export IMPL_first_pass_iters=6
export IMPL_die_area_sq_um=871000
export IMPL_numPortBuffers=147
export IMPL_crit_path_end_kind="primary output"
export IMPL_clock_sinks=8892
export IMPL_fin_crit_ns=411.89
export IMPL_rows=341
export IMPL_cp_max_fo=2
export IMPL_path_buffers=2
export IMPL_slew_limit_headroom=0.169
export IMPL_finalClockPeriodUsage=0.401
export IMPL_ys_seq_elements=8892
export IMPL_hold_violations=0
export IMPL_design_area_sq_um=395000
export IMPL_drcViolationCount=0
export IMPL_ctsResizeCount=0
export IMPL_crit_path_start_kind="primary input"
export IMPL_vias=198000
export IMPL_core_sq_um=863000
export IMPL_peakVddDrop_v=0.00000211
export IMPL_clock_latency_ns=1.22
export IMPL_slew_violations=0
export IMPL_cp_slowest_stage_delay_ns=0.53
export IMPL_tightest_slew_ns=1.24
export IMPL_die_x_um=933
export IMPL_required_ns=821.28
export IMPL_holdBufCountCts=0
export IMPL_power_density_nw_per_um2=1.96
export IMPL_synth_top_cell_by_area="edfxtp_1"
export IMPL_synthFlopType="edfxtp_1"
export IMPL_grt_max_degree=102
export IMPL_postSynth_asyncResetShare=0
export IMPL_grt_pass1_vias=207000
export IMPL_crit_family="buffers and inverters"
export IMPL_reg2reg_depth=16
export IMPL_lay_top_count="edfxtp_1"
export IMPL_min_from="illegal_valid"
export IMPL_fmax_mhz=2.43
export IMPL_lay_top_cells="8816 x edfxtp_1, 3259 x nand2_1, 1955 x mux2i_1"
export IMPL_antenna_found_initial=65
export IMPL_cts_path_max_buffers=4
export IMPL_setup_tns_ns=0
export IMPL_fin_hold_ws_ns=0.488
export IMPL_hold_path_class="reg2reg"
[cells in the mapped netlist, drive strengths merged (110+ instances only)]
cell type	count
edfxtp	8816
nand2	3275
mux2i	1965
nand3	1619
o221ai	818
clkbuf	759
buf	692
a31oi	626
mux4	464
a21oi	415
nor2	384
nor3	357
o21ai	244
o22ai	212
nor4	110
[through the flow]
step | util | setup WS, ns | instances
3_3_place_gp | 0.426 | 614.70 | 32700
5_1_grt | 0.458 | 614.68 | 34200
6_report | 0.458 | 614.71 | 34300
4_1_cts | 0.458 | 614.71 | 34200
2_1_floorplan | - | 615.88 | 21300
3_5_place_dp | 0.426 | 614.71 | 32700
[layout make-up]
class	instances	area (sq um)
tap	11500	14400
multi-input combinational	11000	76900
fill	71800	468000
clock buffer	1073	22500
inverter	21	109
sequential	8892	266000
timing repair buffer	1273	10400
clock inverter	497	4340
antenna	55	138
[cells by family after synthesis]
group / after synthesis / synth area share
compound gates: 2495 / 0.0497
xor+xnor: 84 / 0.00212
fa+ha+maj: 15 / 0.000541
buf+inv: 1472 / 0.0193
flops: 8892 / 0.768
mux: 2446 / 0.0874
other cells: 1 / 0.0000108
simple gates: 5907 / 0.0731
[sequential cells by signal (all words and copies together), names as in the netlist, 8 cells and up]
register and cells:
illegal_cache 21, tagval 16, lastpc 24, rdaddr 8, o_wb_addr 24, o_i 32
o_pc 24, vmask 32, tags 512, cache 8192
[worst max-delay path by stage]
stage | endpoint | from
4_1_cts | o_v | i_new_pc
5_1_grt | o_v | i_new_pc
6_report | o_v | i_new_pc
[layer usage]
metal,vias up,global-route usage,part of all wire
met5,-,0.0197,0.0025
met3,2207,0.233,0.20
met2,13200,0.370,0.44
li1,85100,-,-
met1,97300,0.288,0.30
met4,95,0.106,0.054
[worst min-delay path, delay by kind of cell (launching register included)]
kind          cells  cell delay (ns)
flops             1             0.33
simple gates      2             0.15
[power by group]
part	total [W]	internal, W	switching (W)
logic	0.0000689	0.0000199	0.0000490
registers	0.000400	0.000399	0.000000742
clock network	0.000303	0.000168	0.000136
total	0.000773	0.000587	0.000185
